`flow/run.sh`:
```
#!/bin/bash
# OpenROAD 26Q1-2900-gdf79404cd8, Yosys 0.63+post, stock flow scripts
make -C /OpenROAD-flow-scripts/flow DESIGN_CONFIG=/design/flow/config.mk WORK_HOME=/design/flow/orfs finish
```
`flow/constraint.sdc`:
```
current_design clock_divider

set clk_period 6.0
set clk_io_pct 0.2

create_clock -name clk0 -period $clk_period [get_ports {clk}]

set non_clock_inputs [all_inputs -no_clocks]
set_input_delay [expr $clk_period * $clk_io_pct] -clock clk0 $non_clock_inputs
set_output_delay [expr $clk_period * $clk_io_pct] -clock clk0 [all_outputs]
```
`flow/design.v`:
```
`resetall
`timescale 1ns/10ps
module clock_divider( 
   addr, 
   clk, 
   clk_div_en, 
   datin, 
   enable_rcv_clk, 
   enable_write, 
   enable_xmit_clk, 
   rst, 
   div_data, 
   sample
);
input        addr;
input        clk;
input        clk_div_en;
input  [7:0] datin;
input        enable_rcv_clk;
input        enable_write;
input        enable_xmit_clk;
input        rst;
output [7:0] div_data;
output       sample;
wire addr;
wire clk;
wire clk_div_en;
wire [7:0] datin;
wire enable_rcv_clk;
wire enable_write;
wire enable_xmit_clk;
wire rst;
reg [7:0] div_data;
reg sample;
reg [15:0] div_msb_lsb, clk_cnt;
always @ (posedge clk or negedge rst)
begin : clk_div_proc
   if (!rst) begin
      div_msb_lsb <= 0;
      clk_cnt[15:1] <= 0;
      clk_cnt[0] <= 1;
   end
   else begin
      if (clk_div_en == 1 && enable_write == 1) begin
         if (~addr) begin
            div_msb_lsb[7:0] <= datin;
         end
         else begin
            div_msb_lsb[15:8] <= datin;
         end
      end
      if (enable_xmit_clk == 1 || enable_rcv_clk == 1) begin
         if (clk_cnt >= (div_msb_lsb - 1)) begin
            clk_cnt  <= 0;
         end
         else begin
            clk_cnt <= clk_cnt + 1;
         end
      end
      else begin
         clk_cnt[15:1]<=0;
         clk_cnt[0]<=1;
      end
   end
end
always @(addr or div_msb_lsb or clk_cnt)
begin : output_div_and_sample_proc
   div_data = (addr==0) ? div_msb_lsb[7:0] : div_msb_lsb[15:8];
   sample = ( clk_cnt>= ({1'b0,  div_msb_lsb[15:1]} ) ) ? 1 : 0;
end
endmodule  
```
`flow/config.mk`:
```
export PLATFORM = sky130hd
export DESIGN_NAME = clock_divider
export DESIGN_NICKNAME = clock_divider
export VERILOG_FILES = /design/flow/design.v
export SDC_FILE = /design/flow/constraint.sdc
export NUM_CORES = 4
export LEC_CHECK = 1
export CORE_UTILIZATION = 50
```
==> results.txt <==
Notes from the flow run.

Run status:
- The flow ran to the end, and the final reports show no timing, DRC or antenna violations.

Route:
- The run puts the total routed wirelength at 5790 µm.
- Nets still carrying antenna violations after routing amount to 0.
- The run gives the total number of vias as 1940.
- The run puts the via density per instance at 5.50.
- The run puts the initial DRC count at 76.
- The number of antenna diodes in the final layout is 0.
- The run gives the count of unresolved DRC violations after routing as 0.
- The run gives the wire length per cell after detailed routing as 16.4 µm.
- The run puts the first-pass iteration count of the detailed router at 4.

Clock tree:
- Hold repair after CTS inserted 0 buffers.
- The run puts the number of levels in the clock H-tree at 2.
- TritonCTS built the clock tree.
- The run gives the number of clock sinks seen by CTS as 32.
- The tree is rooted in a sky130_fd_sc_hd__clkbuf_8.
- The run gives the number of buffers added for setup after CTS as 0.
- The run puts the total of cells resized after clock tree synthesis at 0.
- The run puts the clock tree buffer depth at 2.
- The run puts the insertion delay of the later-clocked pin in the worst-skew pair at 280 ps.
- The run puts the clock transition time at the flip-flop clock pins of the worst setup and hold paths at 60 ps.
- Per the TritonCTS log, the buffer count is 5.

Floorplan:
- The region available for standard cell placement spans 4790 µm².
- The run gives the full die area as 5310 µm².
- The run puts the row count at 25.
- The run gives the die boundary width as 72.9 µm.
- The run puts the I/O pin count at 24.
- The run gives the height of the die as 72.9 µm.
- The floorplan step records an initial core utilization of 0.524.

Final timing:
- The run gives the number of endpoints failing setup at the final stage as 0.
- The run puts the final cycle utilization of the critical path at 0.660.
- The run puts the worst-case hold slack at 557 ps.
- Setup repair after global routing left no endpoint under its margin.
- The run puts the clock skew after layout at 4.68 ps.
- The run gives the final total negative setup slack as 0 ps.
- The final timing report gives a worst setup slack of 2040 ps.
- The run gives the post-route minimum period as 3960 ps.
- The run puts the final number of max-transition violations at 0.
- The run gives the worst slew margin relative to its limit as 0.580.
- The final timing report lists a hold violation count of 0.
- The flow reports an fmax of 252 MHz.
- The run gives the worst-margin pin slew as 621 ps.

Synthesis:
- The run gives the area share of and/or/nand/nor cells after synthesis as 0.143.
- The run gives the multiplexer share of the synthesized area as 0.0718.
- Ranked by total cell area, the synthesized netlist is headed by sky130_fd_sc_hd__dfrtp_1 31%, sky130_fd_sc_hd__ha_1 16%, sky130_fd_sc_hd__mux2_2 7.2%.
- The run puts the number of flops mapped to enable cells by yosys at 0.
- In this run the mean area of a mapped cell was 9.77 µm².
- The mapped netlist covers 2510 µm².
- The run gives the share of the synthesized netlist area taken by xor and xnor gates as 0.0907.
- Counting the warning lines in the Yosys log gives 1.
- The run puts the area share of and-or/or-and cells after synthesis at 0.167.
- Of the synthesized area, sequential elements account for 0.320.
- Counting flops with an async set or reset pin after synthesis yields a share of 1.00.
- The run puts the post-synthesis sequential element count at 32.
- The run gives the chip area estimate from yosys synthesis as 2510 µm².
- Yosys reports that the most numerous cell types are 33 x sky130_fd_sc_hd__ha_1, 31 x sky130_fd_sc_hd__dfrtp_1, 22 x sky130_fd_sc_hd__inv_1.
- The run gives the number of cell instances after yosys synthesis as 257.
- The run puts the share of synthesized cell area in full adder, half adder and majority cells at 0.165.
- Looking at area per cell type in the netlist, the leader is sky130_fd_sc_hd__dfrtp_1.
- The run puts the share of the synthesized area in the top cell type at 0.309.
- The run gives the count of different cell masters after synthesis as 41.
- The most used flip-flop cell after synthesis is sky130_fd_sc_hd__dfrtp_1.
- The most frequently used library cell after synthesis is sky130_fd_sc_hd__ha_1.
- Yosys shows that the main logic family after synthesis is AND-OR/OR-AND gates.
- The cell count after synthesis came out at 257.

Setup path:
- The run gives the kind of cell adding the most delay to the critical path as AND-OR/OR-AND gates.
- The run puts the worst path required time at 4800 ps.
- STA classifies the critical path endpoint as an output port.
- The run gives the nature of the critical path startpoint as a flip-flop.
- Max fanout on the critical path was recorded as 4.
- The run gives the most common cell type on the critical path as sky130_fd_sc_hd__a21o_1.
- The run gives the category of the most critical setup path as reg2out.
- The timing report gives the biggest stage delay along the critical path as 560 ps.
- The run gives the cell with the largest stage delay on the worst path as sky130_fd_sc_hd__dfstp_2.
- Traced cell by cell, the critical path runs through inv_1 -> ha_1 -> nand2b_1 -> a21o_1 -> a21o_1 -> a2111oi_0 -> o21ai_0 -> clkdlybuf4s50_1.
- The run gives the critical path arrival as 2760 ps.
- The script reports the combined buffer and inverter count of the critical path as 2.

Worst hold path:
- Note that the worst hold path type here is reg2reg.

Placed design:
- The run gives the count of buffers inserted at the top-level ports as 23.
- The run gives the worst slack at placement as 2090 ps.
- The run puts the post-DP HPWL at 4560 µm.
- The run puts the final weighted congestion of routability-driven global placement at 0.927.

Finish:
- The run gives the fraction of layout instances using a drive strength above 1 as 0.150.
- The filler cells instantiated in the layout total 420.
- The run puts the area growth from synthesis to layout at 16.7%.

Power:
- The run gives the worst vdd rail ir drop as 0.201 mV.
- The run puts the total power consumption of the routed design at 0.000902 W.
- The run puts the total power per unit cell area at 308 nW/µm².
- The run puts the leakage dissipation at 1.29 nW.

Global route:
- The run gives the maximum number of pins on one net before global-route repair as 33.
- The first global-routing pass estimated 9870 µm of wire.
- The run gives the global-route usage over all layers as 0.259.
- The run gives the via count of the first global-routing pass as 1940.
- The run puts the initial antenna violation count at 0.
- For this run the aggregate overflow at the end of global routing stands at 0.

Job:
- The run gives the total of max-cap violations as 0.
- The run puts the number of warnings in the stage logs at 26.
-- report_power, final --
part / total [W] / switching [W] / leakage, nW / internal, W
Combinational: 0.000346 / 0.000171 / 0.837 / 0.000176
Sequential: 0.000354 / 0.0000899 / 0.399 / 0.000264
Clock: 0.000202 / 0.0000786 / 0.0552 / 0.000123
-- through the flow --
step	area (µm²)	util	std cells
finish	2930	0.612	353
global route	2930	0.612	353
CTS	2930	0.612	353
detailed placement	2820	0.589	345
global placement	2820	0.589	345
floorplan	2510	-	257
-- placed cells by master (no fill, tap or decap), types with 3 or more instances in the layout --
master / netlist / layout
sky130_fd_sc_hd__ha_1: 33 / 33
sky130_fd_sc_hd__dfrtp_1: 31 / 31
sky130_fd_sc_hd__clkdlybuf4s50_1: 0 / 23
sky130_fd_sc_hd__inv_1: 22 / 22
sky130_fd_sc_hd__xnor2_1: 16 / 16
sky130_fd_sc_hd__mux2_2: 16 / 16
sky130_fd_sc_hd__nand2_1: 15 / 15
sky130_fd_sc_hd__nor2_1: 13 / 13
sky130_fd_sc_hd__o21ai_0: 12 / 12
sky130_fd_sc_hd__a21oi_1: 11 / 11
sky130_fd_sc_hd__nand4_1: 10 / 10
sky130_fd_sc_hd__xor2_1: 10 / 10
sky130_fd_sc_hd__a21oi_2: 10 / 10
sky130_fd_sc_hd__nand3_1: 8 / 8
sky130_fd_sc_hd__nor3_1: 6 / 6
sky130_fd_sc_hd__a21o_1: 5 / 5
sky130_fd_sc_hd__clkbuf_8: 0 / 5
sky130_fd_sc_hd__a211oi_1: 3 / 3
sky130_fd_sc_hd__o211ai_1: 3 / 3
sky130_fd_sc_hd__and3_1: 3 / 3
sky130_fd_sc_hd__o21a_1: 3 / 3
sky130_fd_sc_hd__buf_4: 0 / 3
-- cell families after synthesis --
family / Yosys count
simple gates: 68
flops: 32
fa+ha+maj: 33
mux: 16
compound gates: 55
xor+xnor: 26
buf+inv: 27
-- metal layers --
layer | GRT usage | wire length, µm | vias up
met5 | 0 | 0 | -
met4 | 0.0261 | 61 | 0
met3 | 0.0574 | 360 | 7
met2 | 0.363 | 2430 | 53
met1 | 0.436 | 2930 | 890
li1 | - | - | 990
-- cell type report --
class                      instances  area [µm²]  area share
inverter                          22        82.6      0.0282
multi-input combinational        198        1600       0.546
clock buffer                       6        72.6      0.0248
clock inverter                     2        35.0      0.0120
timing repair buffer              26         253      0.0863
sequential                        32         802       0.274
tap                               67        83.8      0.0286
-- flip-flops by register name, summed over array words and instances (netlist names) --
signal	count
div_msb_lsb	16
clk_cnt	16
-- final timing paths --
| kind | slack (ps) | cells after the start | from | to |
|---|---|---|---|---|
| max | 2040 | 8 | clk_cnt[0]$_DFF_PN1_ | sample |
| min | 560 | 1 | div_msb_lsb[6]$_DFFE_PN0P_ | div_msb_lsb[6]$_DFFE_PN0P_ |
| max reg2reg | 2220 | 13 | div_msb_lsb[0]$_DFFE_PN0P_ | clk_cnt[1]$_DFF_PN0_ |
| min reg2reg | 560 | 1 | div_msb_lsb[6]$_DFFE_PN0P_ | div_msb_lsb[6]$_DFFE_PN0P_ |
| max in group asynchronous | 4360 | 2 | rst | clk_cnt[0]$_DFF_PN1_ |
| min in group asynchronous | 1300 | 2 | rst | clk_cnt[15]$_DFF_PN0_ |
No activity file was given, so power comes from the tool's default toggle rates.
